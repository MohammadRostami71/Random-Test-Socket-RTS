==> ./design.v <==
 `timescale 1 ns / 1ns
module OnChipMonitor #(parameter ShiftSize = 1, numOfTstCycl = 50) (clk, rstIn, NbarT, rstOut, SRSG_En, SISR_En, done);
	input clk, rstIn;
	output reg NbarT, rstOut;
	output reg SRSG_En, SISR_En;
	output reg done;
	reg [2:0] present_state, next_state;
	reg [5:0]shtCount;  
	reg shtCount_Rst, shtCount_En;
	reg [15:0]testVectorCount;  
	reg testCount_Rst, testCount_En;
	always @(posedge clk, posedge rstIn)
		if(rstIn) present_state <= 0;
		else present_state <= next_state;
	always @(present_state or shtCount) begin :Combinatorial
		NbarT = 1'b0; rstOut = 1'b0;
		SRSG_En = 1'b0; done = 1'b0;
		SISR_En = 1'b0; shtCount_Rst = 1'b0; shtCount_En = 1'b0;
		testCount_Rst = 1'b0; testCount_En = 1'b0;
		case (present_state)
			0 : begin
				next_state = 1;
				rstOut = 1'b1;
				NbarT = 1'b1;
				testCount_Rst = 1'b1;
			end
			1 : begin
				next_state = 2;
				SRSG_En = 1'b1;
				shtCount_Rst = 1'b1;
			end
			2 : begin
				next_state = (shtCount < ShiftSize - 1) ?
				2 : 3;
				shtCount_En = 1'b1;
				SRSG_En = 1'b1;
				SISR_En = 1'b1;
				NbarT = 1'b1;
			end
			3 : begin
				next_state = 4;
				NbarT = 1'b0;
			end
			4 : begin
				next_state = (testVectorCount < numOfTstCycl - 1) ?
				1 : 5;
				testCount_En = 1'b1;
				SISR_En = 1'b1;
			end
			5 : begin
				next_state = 5;
				done = 1'b1;
			end
			default : next_state = 0;
		endcase
	end
	always @(posedge clk) begin
		if(shtCount_Rst) shtCount <= 0;
		else if(shtCount_En)
			shtCount <= shtCount + 1;
	end
	always @(posedge clk) begin
		if(testCount_Rst) testVectorCount <= 0;
		else if(testCount_En)
			testVectorCount <= testVectorCount + 1;
	end
endmodule
==> ./run.sh <==
#!/bin/bash
# OpenROAD 26Q1-2900-gdf79404cd8, Yosys 0.63+post, stock flow scripts
make -C /OpenROAD-flow-scripts/flow DESIGN_CONFIG=/design/flow/config.mk WORK_HOME=/design/flow/orfs finish
==> ./config.mk <==
export PLATFORM = sky130hd
export DESIGN_NAME = OnChipMonitor
export DESIGN_NICKNAME = OnChipMonitor
export VERILOG_FILES = /design/flow/design.v
export SDC_FILE = /design/flow/constraint.sdc
export NUM_CORES = 4
export LEC_CHECK = 1
export CORE_AREA = 10 10 89 89
export DIE_AREA = 0 0 99 99
==> ./constraint.sdc <==
current_design OnChipMonitor

set clk_period 2.7
set clk_io_pct 0.2

create_clock -name clk0 -period $clk_period [get_ports {clk}]

set non_clock_inputs [all_inputs -no_clocks]
set_input_delay [expr $clk_period * $clk_io_pct] -clock clk0 $non_clock_inputs
set_output_delay [expr $clk_period * $clk_io_pct] -clock clk0 [all_outputs]
==> impl_metrics.json <==
{
  "grt_use_total_pct": 3.452,
  "fin_tns_setup_ns": 0,
  "clock_skew_ns": 0.003803,
  "crit_fanout": 20,
  "cts_root_buf": "clkbuf_8",
  "dr.pass1.iters": 4,
  "wl_per_cell_um": 9.554,
  "ys.flops": 22,
  "worst_hold_slack_ns": 0.3544,
  "top_cell_area_share_pct": 33.16,
  "p_leak_uw": 0.0003952,
  "core_util_floorplan_pct": 16.12,
  "worstRegToRegCells": 4,
  "worstSkewPairLatency_ns": 0.26,
  "hold_class": "flip-flop to flip-flop",
  "cts_buffers": 3,
  "drcViolationCount": 0,
  "path_clk_slew_ns": 0.08,
  "grt_pass1_wl_um": 2925,
  "worstPathRequired_ns": 2.16,
  "drt_iter0_markers": 35,
  "clock_path_buffers": 2,
  "place.gp.congestion": 0.8099,
  "synth_area_um2": 965.9,
  "postCtsHoldBufs": 0,
  "start_kind": "flip-flop",
  "dp.cells": 182,
  "cellPowerDensity_nw_per_um2": 493.3,
  "crit_arrival_ns": 1.65,
  "timing.final.ws_setup_ns": 0.5119,
  "max_clock_freq_mhz": 457.0,
  "yosys_cells": 104,
  "finalCriticalPeriod_ns": 2.188,
  "vias": 712,
  "rows": 28,
  "worst_pin_slew_ns": 0.5037,
  "detail_route.antenna_diodes": 0,
  "synth.area.top_cells": "dfxtp_1 33%, dfrtp_1 13%, xnor2_1 5.4%, nor2_1 4.7%, xor2_1 3.6%",
  "synth_seq_share_pct": 48.83,
  "setup_viol": 0,
  "post_drt_via_cell_ratio": 3.828,
  "rsz0062_at_grt": "false",
  "routed_wl_um": 1777,
  "status": "complete, no violations",
  "worstHoldStart": "present_state[5]",
  "placed_area_um2": 1105,
  "fin_cells": 186,
  "grt-ovfl-total": 0,
  "ys_chip_area_um2": 965.9,
  "hold_viol": 0,
  "grt_max_degree": 21,
  "top_area_cell": "dfxtp_1",
  "syn-instance-count": 104,
  "cts_resized": 0,
  "warnings": 26,
  "htreeDepth": 1,
  "cts.sink_count": 22,
  "synth.distinct_cells": 33,
  "dp_slack_ns": 0.7777,
  "fp.dieW_um": 99,
  "final_antenna_net_count": 0,
  "regToRegStartpoint": "testVectorCount[0]",
  "cts_tree": "yes",
  "cap_violations": 0,
  "num_io_pins": 7,
  "vdd_ir_drop_max_uv": 201.2,
  "io_buffers": 6,
  "r2r_end": "testVectorCount[8]",
  "post_cts_buffers": 0,
  "cp-end-kind": "primary output",
  "antenna_found_initial": 0,
  "critPathKind": "flip-flop to primary output",
  "hpwl_um": 1261,
  "core_area_um2": 5991,
  "max-slew-margin-rel_pct": 66.11,
  "grt_pass1_vias": 631,
  "area_growth_pct": 19.04,
  "final_max_slew_viol_count": 0,
  "synth_area_per_cell_um2": 9.288,
  "die-area_um2": 9801,
  "design_area_um2": 1150,
  "final_layout_size_suffix_gt1_share_pct": 9.009,
  "reg2reg_slack_ns": 0.94,
  "die_h_um": 99,
  "finalCritPeriodShare_pct": 81.04,
  "min_path_cells": 0,
  "min_to": "present_state[1]",
  "yosys_warnings": 1
}
-- layout make-up --
type / count / area, µm²
fill: 647 / 4841
timing repair buffer: 6 / 60.06
sequential: 22 / 471.7
tap: 75 / 93.84
multi-input combinational: 73 / 456.7
inverter: 6 / 22.52
clock buffer: 4 / 45.04
-- through the flow --
stage | total power [µW] | util, %
CTS | 575.2 | 19.19
detailed placement | 368.8 | 18.44
global placement | 367.9 | 18.44
global route | 591.0 | 19.19
finish | 567.2 | 19.19
floorplan | 360.8 | -
-- report_power, final --
group          leakage, µW  internal (µW)  switching (µW)
logic             0.000184           9.71            8.47
clock network    0.0000228            105             101
registers         0.000189            331            11.7
total             0.000395            446             121
-- worst max-delay path by stage --
stage	end	slack [ns]	from
4_1_cts	NbarT	0.49	present_state[0]
5_1_grt	NbarT	0.43	present_state[0]
6_report	NbarT	0.51	present_state[0]
-- synthesized netlist by cell type --
library cell  instances
dfxtp_1              16
nor2_1               12
inv_1                 6
xnor2_1               6
dfrtp_1               5
nand2_1               5
nand4_1               5
a21oi_1               4
nand3_1               4
nor4_1                4
o21ai_0               4
xor2_1                4
nor3_1                3
or2_2                 3
and4_1                2
ha_1                  2
or3_1                 2
or4_1                 2
a21o_1                1
and3_1                1
and3b_2               1
buf_1                 1
buf_4                 1
clkbuf_1              1
conb_1                1
dfstp_2               1
mux2_2                1
mux2i_1               1
nor2b_1               1
nor3b_1               1
o21bai_1              1
o31ai_1               1
or3_2                 1
-- kinds of logic after synthesis --
group	count (synthesis)	share of synthesized area (%)
DFF	22	48.83
buffers and inverters	9	3.885
and+or+nand+nor	47	26.55
adders and majority gates	2	2.590
xor gates and xnor gates	10	9.067
other	1	0.3882
muxes	2	2.202
AOI/OAI and AO/OA	11	6.478
-- state kept, by name, indices dropped and copies added (netlist names) --
| name | cells |
|---|---|
| present_state | 6 |
| testVectorCount | 16 |
-- critical path: stages, from the launching register on --
cell and delay (ns):
dfstp_2 0.75, or2_2 0.17, clkdlybuf4s50_1 0.46
-- cell usage in the layout, fill, tap and decap left out, drive strengths merged, types with 2 or more instances in the layout --
cell           instances
or3                    3
ha                     2
o21ai                  4
dfrtp                  5
or2                    3
xnor2                  6
clkdlybuf4s50          6
nor2                  12
nor4                   4
inv                    6
nor3                   3
nand4                  5
nand3                  4
dfxtp                 16
or4                    2
and4                   2
a21oi                  4
nand2                  5
xor2                   4
clkbuf                 4
-- layer usage --
| metal | part of all wire, % | vias up | GRT usage [%] |
|---|---|---|---|
| met5 | 0 | - | 0 |
| met4 | 1.4 | 0 | 0.7718 |
| met3 | 5.9 | 2 | 1.268 |
| met2 | 42 | 14 | 5.210 |
| met1 | 51 | 323 | 4.600 |
| li1 | - | 373 | - |
Power figures rest on the tool's default switching activity, not on a simulated workload.
